[/design/flow/run.sh]
#!/bin/bash
# OpenROAD 26Q1-2900-gdf79404cd8, Yosys 0.63+post, stock flow scripts
make -C /OpenROAD-flow-scripts/flow DESIGN_CONFIG=/design/flow/config.mk WORK_HOME=/design/flow/orfs finish
[/design/flow/config.mk]
export PLATFORM = sky130hd
export DESIGN_NAME = image_buffer
export DESIGN_NICKNAME = image_buffer
export VERILOG_FILES = /design/flow/design.v
export SDC_FILE = /design/flow/constraint.sdc
export NUM_CORES = 4
export LEC_CHECK = 1
export CORE_AREA = 10 10 70 70
export DIE_AREA = 0 0 80 80
[/design/flow/design.v]
`timescale 1ns/1ns
module image_buffer #(
	parameter CAMERA_HSIZE = 1,
	parameter CAMERA_VSIZE = 1,
	parameter PIXEL_SIZE = 1,
	parameter BUF_ADDR_WIDTH = 1)
	(
		input wire clk, 
		input wire rst_n,
		input wire [BUF_ADDR_WIDTH-1:0] buf_raddr,
		input wire buf_rvalid,
		output reg buf_rready,
		output reg [PIXEL_SIZE-1:0] buf_rdata,
		input wire [BUF_ADDR_WIDTH-1:0] buf_waddr,
		input wire [PIXEL_SIZE-1:0] buf_wdata,
		input wire buf_wvalid,
		output reg buf_wready
	);
	localparam BUFFER_DEPTH = 2**BUF_ADDR_WIDTH;
	reg [BUFFER_DEPTH-1:0][PIXEL_SIZE-1:0] buffer = 0; 
	always @(posedge clk, negedge rst_n) begin
		if ( ~rst_n ) begin
			buffer <= 0;
			buf_wready <= 1;
		end else begin
			if ( buf_wvalid == 1'b1 ) begin
				buffer[buf_waddr] <= buf_wdata;
				buf_wready <= 0;
			end else 
				buf_wready <= 1;
		end
	end 
	always @(posedge clk, negedge rst_n) begin
		if ( ~rst_n ) begin
			buf_rready <= 1;
			buf_rdata <= 0;
		end else begin
			if ( buf_rvalid == 1'b1 ) begin
				buf_rdata <= buffer[buf_raddr];
				buf_rready <= 0;
			end 
			else 
				buf_rready <= 1;
		end 
	end 
	endmodule
[/design/flow/constraint.sdc]
current_design image_buffer

set clk_period 1.2
set clk_io_pct 0.2

create_clock -name clk0 -period $clk_period [get_ports {clk}]

set non_clock_inputs [all_inputs -no_clocks]
set_input_delay [expr $clk_period * $clk_io_pct] -clock clk0 $non_clock_inputs
set_output_delay [expr $clk_period * $clk_io_pct] -clock clk0 [all_outputs]
==> results.txt <==
Latest figures from synthesis and place and route.

The area growth from synthesis to layout is 81.0%. The required time of the critical path is 1.32 ns. After synthesis the netlist holds a flip-flop and latch count of 5. The data arrival time reported for the critical path is 1.22 ns. The count of buffers from port buffering is 9. During I/O placement, the number of pins put on the boundary was 10.

The number of max-capacitance violations reported is 0. The largest net degree at the start of global routing is 6. In this run the core area contains 21 standard-cell rows. For this design, Yosys synthesis ends with a cell count of 14. The fraction of power spent switching nets is 0.213. TritonCTS created 3 clock buffers. The via count of the first global-routing pass is 183.

Sorting the Yosys area breakdown by cell type puts at the top sky130_fd_sc_hd__dfrtp_1. The final weighted congestion in routability-driven placement is 0.750. The number of antenna-violating nets in the routed design is 0. The routed length per placed instance is 7.68 microns.

The number of antenna violations at the first check in global routing is 0. The max-slew violation total from the final report is 0. The cell leakage power is 0.153 nW. The clock slew seen by the registers of the worst setup and hold paths is 0.04 ns.

The placeable core region is 3420 sq um. The post-synth area from yosys stat is 204 sq um. The final timing report lists a hold violation count of 0. The critical path maximum fanout is 3.

The number of library cell types mapped by synthesis is 9. According to the report, the first pass of detailed routing completed in 2 iterations. Looking at the VDD voltage map, the peak drop is 318 uV.

The yosys warning tally is 1. The power per cell area is 1250 nW/um^2. The sum of negative setup slack is 0 ns.

The combinational gate area is 68.8 sq um. The top cell types in the final layout, fill and taps aside, are sky130_fd_sc_hd__clkdlybuf4s50_1, sky130_fd_sc_hd__dfrtp_1, sky130_fd_sc_hd__clkbuf_4. The remaining global-route overflow is 0. The worst-case max-slew headroom was logged as 0.853. The share of total power in combinational logic is 0.147.

The cell sitting at the root of the clock tree is a sky130_fd_sc_hd__clkbuf_4. Cell internal power was estimated by the tool at 0.364 mW. Fill cells in the final layout number 394.

Detailed routing inserted a total of 147 vias. The mean cell area of the mapped netlist is 14.6 sq um. Total global-route track usage over all layers is 0.0195. The DRC violation count after routing is 0. The total routed wirelength is 568 microns.

From bottom edge to top edge, the die measures 80 microns. Final hold analysis gives a worst-case slack of 0.216 ns. Per the repair_timing log after CTS, setup buffers inserted total 0.

In the post-synthesis netlist, the biggest area contributors are sky130_fd_sc_hd__dfrtp_1, sky130_fd_sc_hd__dfstp_2, sky130_fd_sc_hd__mux2_4. In the finished design, the share of the clock period the worst path needs comes to 0.918. Setup repair after global routing left no endpoint under its margin. The final instance area is 369 sq um.

STA classifies the critical path startpoint as a primary input. The mapped cell area is 204 sq um. The share of total power dissipated in the clock network is 0.419. Of the cells placed in the final design, the portion with a size suffix greater than 1 is 0.407. No sink is reached through more buffers than the 2 on the longest clock path.

TritonCTS built the clock tree. The share of total power in sequential cells is 0.434. Counting only logic cells after layout, the most numerous master is sky130_fd_sc_hd__clkdlybuf4s50_1. The most critical min-delay path falls under primary input to async pin. The area of the chip is 6400 sq um.

The highest clock rate this design can be run at is 907 MHz. The first global-routing pass estimated 869 microns of wire. In the floorplan report the effective utilization is 0.0597. At the later pin of the worst-skew pair, clock insertion delay measures 0.24 ns. For the finished layout, the period the worst path requires is 1.10 ns.

For this design, the sink count on the clock tree is 5. The flow ran to the end, and the final reports show no timing, DRC or antenna violations. The critical path capture point type is a flip-flop. The placed instances occupy a cell area of 352 sq um. The reported net switching power is 0.0982 mW.

The fraction of synthesized cell area taken by the top area cell type is 0.368. The launch point of the critical path is buf_wvalid. The number of logged tool warnings is 25.

The average vias per placed instance is 1.99. The area occupied by registers is 128 sq um. In this run the horizontal extent of the chip is 80 microns. The kind of critical path is primary input to flip-flop.

The final timing report lists clock skew as 0.00274 ns. From the final report, the count of setup violators was given as 0. Looking at the clock tree report, the H-tree level count equals 1. Counting every instance in the synthesized netlist gives 14. Per the log, the first TritonRoute iteration ended with a DRC count of 5. The slew at the pin with the worst max-slew slack is 0.220 ns. The sequential-to-total area share from yosys stat is 0.626.
-- final timing paths --
path / end / slack (ns) / cells past startpoint
setup / recovery: flip-flop / 0.1 / 3
hold / removal: buf_rdata / 0.22 / 1
setup reg to reg: flip-flop / 0.44 / 1
hold reg to reg: flip-flop / 0.51 / 1
max in group asynchronous: buf_wready / 0.73 / 1
min in group clk0: flip-flop / 0.51 / 1
-- synth_stat cells --
| cell type | count |
|---|---|
| sky130_fd_sc_hd__a21oi_1 | 1 |
| sky130_fd_sc_hd__dfrtp_1 | 3 |
| sky130_fd_sc_hd__dfstp_2 | 2 |
| sky130_fd_sc_hd__inv_1 | 2 |
| sky130_fd_sc_hd__mux2_4 | 2 |
| sky130_fd_sc_hd__mux2i_1 | 1 |
| sky130_fd_sc_hd__nand2_2 | 1 |
| sky130_fd_sc_hd__nor2_1 | 1 |
| sky130_fd_sc_hd__nor2b_4 | 1 |
-- worst max-delay path, cell delays in order --
cell	delay [ns]
sky130_fd_sc_hd__clkdlybuf4s50_1	0.53
sky130_fd_sc_hd__nor2b_4	0.17
sky130_fd_sc_hd__mux2_4	0.29
-- layout make-up --
| class | instances | area share |
|---|---|---|
| Antenna cell | 1 | 0.00678 |
| Clock buffer | 4 | 0.0712 |
| Inverter | 2 | 0.0203 |
| Multi-Input combinational cell | 7 | 0.186 |
| Sequential cell | 5 | 0.346 |
| Tap cell | 46 | 0.156 |
| Timing Repair Buffer | 9 | 0.214 |
-- power groups by stage --
stage         Clock (mW)  Combinational [mW]  Sequential (mW)
CTS                0.199              0.0700            0.200
finish             0.194              0.0680            0.200
global route       0.222              0.0747            0.202
-- per-layer routing --
layer	share of wire	vias up	wire, microns	global-route usage
li1	-	70	-	-
met1	0.43	63	247	0.0194
met2	0.21	14	118	0.0161
met3	0.36	0	202	0.0375
met4	0	0	0	0.00352
met5	0	-	0	0
-- timing repair --
item / 4_1_cts / 5_1_grt
hold buffers: 0 / 0
resized: 3 / 4
endpoints found under the setup margin: 3 / 2
-- kinds of logic (layout without fill, tap and decap cells) --
kind of cell,Yosys count,count (layout),synth area share
and+or+nand+nor,3,3,0.117
other,0,1,0
AOI/OAI and AO/OA,1,1,0.0245
DFF,5,5,0.626
muxes,3,3,0.196
buffers and inverters,2,15,0.0368
-- stage by stage --
stage	cells	util	total power [mW]	setup slack, ns
2_1_floorplan	14	-	0.227	0.435
3_3_place_gp	69	0.103	0.274	-0.112
3_5_place_dp	69	0.103	0.278	-0.155
4_1_cts	73	0.110	0.470	0.00731
5_1_grt	73	0.107	0.499	0.0666
6_report	74	0.108	0.462	0.0980
No activity file was given, so power comes from the tool's default toggle rates.
